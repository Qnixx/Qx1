$ cat constraint.sdc
current_design alu

set clk_period 1395.1
set clk_io_pct 0.2

create_clock -name clk0 -period $clk_period [get_ports {clk}]

set non_clock_inputs [all_inputs -no_clocks]
set_input_delay [expr $clk_period * $clk_io_pct] -clock clk0 $non_clock_inputs
set_output_delay [expr $clk_period * $clk_io_pct] -clock clk0 [all_outputs]
$ cat design.v
`timescale 1ns/1ps
module alu
  (
    input clk,
    input [3:0] ctl,
    input [63:0] a, b,
    output reg [63:0] out,
    output zero
  );
  always @(posedge clk)
  begin
    case (ctl)
      4'd1: out <= a + b;        
      4'd2: out <= a - b;        
      4'd3: out <= a * b;        
      4'd4: out <= a << b;       
      4'd5: out <= a >> b;       
      4'd6: out <= a / b;        
      4'd7: out <= ~a;           
      default: out <= a + b;
    endcase
  end
  assign zero = (out == 0) ? 1'b1 : 1'b0;
endmodule
$ cat run.sh
#!/bin/bash
# OpenROAD 26Q1-2900-gdf79404cd8, Yosys 0.63+post, stock flow scripts
make -C /OpenROAD-flow-scripts/flow DESIGN_CONFIG=/design/flow/config.mk WORK_HOME=/design/flow/orfs finish
$ cat config.mk
export PLATFORM = sky130hd
export DESIGN_NAME = alu
export DESIGN_NICKNAME = alu
export VERILOG_FILES = /design/flow/design.v
export SDC_FILE = /design/flow/constraint.sdc
export NUM_CORES = 4
export LEC_CHECK = 1
export CORE_UTILIZATION = 30
==> reports/qor.csv <==
stage;metric;value;unit
synth;ys_warn_count;1;
cells_and_area;largest_register_ffs;64;
grt;antenna_found_initial;176;
floorplanning;die_h;805;um
synth;ff_type;dfxtp_1;
cts;cts_root_buf;clkbuf_16;
floorplanning;die_x;805;um
final_timing;setup_ws;874.50;ns
cells_and_area;area_growth_syn_to_layout;9.29;%
cells_and_area;reg.largest.list;out (64);
cells_and_area;finalCoreUtilization;0.329;
critical_path;slowest_delay;1.25;ns
routing;drt_iter0_markers;20542;
floorplanning;coreArea;641000;um^2
critical_path;path_common_cell;a21oi_1;
final_timing;timing.hold.ws;279.43;ns
final_timing;rsz0062_at_grt;false;
routing;postRouteAntennaNets;0;
final_timing;finalHoldViolCount;0;
grt;track_usage;0.394;
cts;cts_setup_buffers;0;
floorplanning;fp_util;0.301;
final_timing;period_used_share;0.373;
grt;grt-ovfl-total;0;
cts;cts_hold_buf;0;
cts;cts_buffer_depth;2;
final_timing;maxSlewViolCount;0;
cts;htreeDepth;3;
flow_run;max-cap-violations;0;
placement;gp_congestion;1.10;
worst_hold_path;hold_path_class;in -> reg;
final_timing;fmax;1.92;MHz
cts;numCtsBuffers;9;
critical_path;slowest_stage;o31ai_1;
final_timing;worst_pin_slew;1.48;ns
routing;drt_pass1_iterations;6;
final_timing;final-setup-viol-count;0;
synth;ys.flops;64;
routing;viasPerCell;5.97;
synth;ys_cells;26887;
routing;vias;213452;
worst_hold_path;min_path_cells;4;
critical_path;crit_path_start_kind;primary input;
critical_path;cp.arrival;520.92;ns
worst_hold_path;min_from;a[10];
routing;wl;1270000;um
synth;ys_seq_share;0.00663;
final_timing;tns;0;ns
floorplanning;num_io_pins;198;
grt;first_global_vias;206655;
synth;ys_types;105;
flow_run;tool_warnings;32;
cts;cts-resized-gates;0;
floorplanning;dieArea;647000;um^2
synth;async_flop_share;0;
critical_path;worst-path-max-fanout;61;
critical_path;endpoint_kind;register;
final_timing;period_needed;520.60;ns
synth;postSynthAreaPerCell;7.19;um^2
critical_path;critical_path_required;1395.42;ns
grt;grt_pass1_wl;1720000;um
status;status;completed;
synth;synthCells;26887;
cells_and_area;num-fill-cells;68525;
cells_and_area;stdcell_count;35743;
grt;grt_start_max_net_pins;81;
cells_and_area;largest-register;out;
routing;wl_per_cell;35.6;um
cts;cts_tree;done;
placement;dpl_worst_slack;882.48;ns
floorplanning;placementRows;294;
synth;synth_chip_area;193000;um^2
cts;clk_pin_slew;0.11;ns
cts;cts_sinks;64;
critical_path;crit_type;in -> reg;
routing;drc;0;
synth;syn_area;193000;um^2
worst_hold_path;hold_end;out[10];
final_timing;slew_headroom;0.00974;
placement;dpl.hpwl;1060000;um
cells_and_area;drive_gt1_frac;0.0729;
placement;dp_cells;35589;
placement;portBuffers;197;
synth;edf_count;0;
## synth_stat cells (56+ instances only)
| master | number | area [um^2] |
|---|---|---|
| nand2_1 | 3956 | 14800 |
| nor2_1 | 2516 | 9440 |
| ha_1 | 2459 | 30800 |
| inv_1 | 2258 | 8480 |
| a21oi_1 | 1907 | 9540 |
| fa_1 | 1832 | 36700 |
| o21ai_0 | 1358 | 6800 |
| xnor2_1 | 1189 | 10400 |
| clkbuf_1 | 962 | 3610 |
| a21o_1 | 879 | 6600 |
| xor2_1 | 659 | 5770 |
| and2_1 | 500 | 3130 |
| nor3_1 | 496 | 2480 |
| nand3_1 | 488 | 2440 |
| o21a_1 | 446 | 3350 |
| a31oi_1 | 310 | 1940 |
| nor2b_1 | 306 | 1910 |
| mux2i_1 | 285 | 2850 |
| nand2b_1 | 270 | 1690 |
| buf_1 | 247 | 927 |
| nand4_1 | 232 | 1450 |
| or3_1 | 214 | 1340 |
| o31ai_1 | 210 | 1580 |
| o211ai_1 | 206 | 1550 |
| o21bai_1 | 205 | 1540 |
| a211oi_1 | 191 | 1430 |
| and3_1 | 170 | 1060 |
| or2_2 | 164 | 1030 |
| mux2_2 | 154 | 1730 |
| nor4_1 | 140 | 876 |
| a221oi_1 | 135 | 1180 |
| o22ai_1 | 100 | 626 |
| o221ai_1 | 75 | 657 |
| a31o_2 | 72 | 631 |
| and4_1 | 68 | 596 |
| dfxtp_1 | 64 | 1280 |
| a21boi_0 | 60 | 450 |
| o2111ai_1 | 59 | 517 |
| a211o_1 | 57 | 499 |
| mux4_2 | 57 | 1280 |
| o311ai_0 | 56 | 490 |
## cell type report
class,instances,area [um^2],share of cell area
Clock inverter,7,78.8,0.000373
Timing Repair Buffer,1344,10300,0.0490
Sequential cell,64,1280,0.00607
Antenna cell,137,343,0.00162
Multi-Input combinational cell,23321,179000,0.850
Clock buffer,9,225,0.00107
Tap cell,8584,10700,0.0509
Inverter,2277,8630,0.0409
## logic make-up after synthesis
group,after synthesis,share of synthesized area
AOI/OAI and AO/OA,6971,0.234
xor gates and xnor gates,1848,0.0838
and+or+nand+nor,9715,0.228
DFF,64,0.00663
adders and majority gates,4291,0.349
buffers and inverters,3502,0.0682
muxes,496,0.0304
## worst max-delay path by stage
stage | slack (ns) | end | cells after the start | startpoint
global route | 866.93 | out[0] | 765 | b[51]
finish | 874.50 | out[0] | 756 | b[51]
CTS | 882.16 | out[0] | 744 | b[61]
## cells in the final DEF, fill, tap and decap left out, types with 137 or more instances in the layout
cell type,n
a211oi_1,189
a21o_1,877
a21oi_1,1900
a31oi_1,306
and2_1,499
and3_1,170
buf_4,1149
diode_2,137
fa_1,1832
ha_1,2459
inv_1,2221
mux2_2,154
mux2i_1,285
nand2_1,3953
nand2b_1,269
nand3_1,486
nand4_1,232
nor2_1,2496
nor2b_1,306
nor3_1,488
o211ai_1,206
o21a_1,443
o21ai_0,1337
o21bai_1,205
o31ai_1,192
or2_2,164
or3_1,213
xnor2_1,1188
xor2_1,659
## per-layer routing
| layer | routed length [um] | vias up | part of all wire | track usage |
|---|---|---|---|---|
| met5 | 2310 | - | 0.0018 | 0.0171 |
| met4 | 101000 | 134 | 0.079 | 0.239 |
| met3 | 150000 | 2903 | 0.12 | 0.155 |
| met2 | 523000 | 11600 | 0.41 | 0.561 |
| met1 | 496000 | 104838 | 0.39 | 0.504 |
| li1 | - | 93977 | - | - |
## worst max-delay path: cells and delay by family
kind            cells  cell delay, ns
compound gates    395          133.28
simple gates      224           64.88
fa+ha+maj          63           22.05
buf+inv            72           19.84
mux                 2            0.53
## per-stage QoR
step / instance area, um^2
after global placement: 210000
after floorplan: 193000
after global routing: 211000
after CTS: 211000
final: 211000
after detailed placement: 210000
